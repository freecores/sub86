===== /design/flow/config.mk =====
export PLATFORM = sky130hd
export DESIGN_NAME = sub86
export DESIGN_NICKNAME = sub86
export VERILOG_FILES = /design/flow/design.v
export SDC_FILE = /design/flow/constraint.sdc
export NUM_CORES = 4
export LEC_CHECK = 1
export CORE_UTILIZATION = 40

===== /design/flow/constraint.sdc =====
current_design sub86

set clk_period 24.7
set clk_io_pct 0.2

create_clock -name clk0 -period $clk_period [get_ports {CLK}]

set non_clock_inputs [all_inputs -no_clocks]
set_input_delay [expr $clk_period * $clk_io_pct] -clock clk0 $non_clock_inputs
set_output_delay [expr $clk_period * $clk_io_pct] -clock clk0 [all_outputs]

===== /design/flow/design.v =====
module sub86( CLK, RSTN, IA, ID, A, D, Q, WEN,BEN,CE,RD,INT );
input         CLK,RSTN,CE,INT;
input  [15:0] ID;
input  [31:0] D;
output [31:0] IA;
output [31:0] A;
output [31:0] Q;
output        WEN,RD;
output  [1:0] BEN;
reg    [31:0] EAX,EBX,ECX,EDX,EBP,ESP,PC,regsrc,regdest,alu_out;
reg     [5:0] state,nstate;
reg     [2:0] src,dest;
reg           INTreg,WR,RD,cry,ncry,prefx,nprefx,cmpr,eqF,gF,lF,aF,bF;
wire          INTvalid,nncry,neqF,ngF,nlF,naF,nbF,divF1,divF2;
wire   [31:0] pc_ja,pc_jae,pc_jb,pc_jbe,pc_jg,pc_jge,pc_jl,pc_jle,pc_eq,pc_jp,pc_neq,pc_sh;
wire   [31:0] Sregsrc,Zregsrc,incPC,sft_out,smlEAX,smlECX;
wire   [32:0] adder_out,sub_out;
wire    [4:0] EBX_shtr; 
wire signed [31:0] ssregsrc, ssregdest;
 always @(posedge CLK)
      casex ({RSTN,INT,((RD|WR)&CE)})  
        3'b0xx   : INTreg <= 1'b0;
	3'b11x   : INTreg <= 1'b1;
	3'b1x1   : INTreg <= 1'b0;
	default  : INTreg <= INTreg;	
      endcase
 always @(posedge CLK)
   if ((CE ==1'b1) || (RSTN ==1'b0))
     begin
      case (state)  
         6'b100100,6'b101000: cry <= EAX[31] ^ ECX[31];
	 6'b101100      : cry <= 1'b0;
	 default    : cry <= ncry & RSTN;
      endcase 
      prefx <= nprefx & RSTN;
      state <= nstate & {6{RSTN}};
      if (cmpr) begin eqF <= neqF & RSTN; lF <= nlF & RSTN; gF <= ngF & RSTN;
                      bF  <=  nbF & RSTN; aF <= naF & RSTN; end
           else begin eqF <=  eqF & RSTN; lF <=  lF & RSTN; gF <=  gF & RSTN; 
	              bF  <=   bF & RSTN; aF <=  aF & RSTN; end
      case(state)   
        6'b000000       : EAX <= 32'b0;
        6'b011001,6'b100101  : EAX <= {EAX[30:0],1'b0};
	6'b011010       : EAX <= EBX;
	6'b100100       : EAX <= smlEAX;
	6'b100110       : if (cry==1'b0) EAX <= EBX; else EAX <= ((~EBX) + 1'b1);
	6'b101000,6'b101100 : EAX <= 32'b0;
	6'b101010       : if (nlF==1'b0) EAX <= EAX + ( 1 << EBX_shtr); else EAX <=EAX;
	6'b101011       : if (cry==1'b1) EAX <= ((~EAX) + 1'b1); else EAX <= EAX;
	default: if (dest==3'b000) EAX <= alu_out; else EAX<=EAX;
      endcase
      case(state)   
        6'b000000       : EBX <= 32'b0;
        6'b000001 , 6'b001111, 6'b000011 , 6'b010001, 6'b010011, 6'b010101, 6'b010111, 6'b000101, 6'b001001, 6'b011100,6'b011110,6'b100000,6'b100010,
	6'b000111        : EBX<={EBX[31:16],ID[7:0],ID[15:8]}; 
	6'b101101       : EBX<={ {24{ID[15]}} , ID[15:8]}+EBP; 
	6'b000110       : EBX<={ID[7:0],ID[15:8], EBX[15:0]};
	6'b001000       : EBX<={ID[7:0],ID[15:8], EBX[15:0]}+EBP;       
	6'b011001,6'b100101  : if (ECX[0] == 1'b1) EBX <= EAX+EBX; else EBX <= EBX;
	6'b001110      : EBX<={EBX[31:5],EBX_shtr};
	6'b101000       : EBX<={EAX[31],ECX[31],EBX[29:0]};
	6'b101100       : EBX<={          2'b00,EBX[29:0]};
	6'b101001       : if (divF1==1'b0 ) EBX <= {EBX[31:5],(EBX[4:0]+1'b1)}; else EBX <= EBX;
	6'b101010       : if (divF1==1'b1 ) EBX <= {EBX[31:5],EBX_shtr}; else EBX <= EBX;
	6'b111111      : if (ID[15:8] == 8'hb3) EBX<= {EBX[31:24],ID[7:0]};
	         else if (dest==3'b011) EBX <= alu_out; else EBX <= EBX;
	default     : EBX <= EBX;
      endcase
      case(state)   
        6'b000000       : ECX <= 32'b0;
        6'b011001,6'b100101  : ECX <= {1'b0,ECX[31:1]};
	6'b100100,6'b101000 : ECX <= smlECX;
	6'b101100       : ECX <= ECX;
	6'b101001       : if (divF1==1'b0 ) ECX <= {ECX[30:0],1'b0}; else ECX<=ECX;
	6'b101010       : if((divF1==1'b1 ) && (divF2==1'b0)) ECX <= {1'b0,ECX[31:1]}; else ECX<=ECX;
        6'b101011       : if (EBX[30] == 1'b1) ECX <= ((~ECX) + 1); else ECX<=ECX;
	default     : if (dest==3'b001) ECX <= alu_out; else ECX<=ECX;
      endcase
      case(state)   
        6'b000000       : EDX <= 32'b0;
	6'b101000       : EDX <= smlEAX;
	6'b101100       : EDX <=    EAX;
	6'b101010       : if (nbF==1'b0) EDX <= EDX - ECX; else EDX <= EDX;
        6'b101011       : if (EBX[31] == 1'b1) EDX <= ((~EDX) + 1); else EDX<=EDX;
	default     : if (dest==3'b010) EDX <= alu_out; else EDX<=EDX;
      endcase     
      case(state)   
        6'b000000              : ESP <= 32'h0191fc;
        6'b001001,6'b101110,6'b110001 : ESP <= ESP - 4'b0100;
        6'b001100              : ESP <= ESP + 4'b0100; 
       default: if (dest==3'b100) ESP <= alu_out; else ESP<=ESP;
      endcase
      if (dest==3'b101) EBP <= alu_out; else EBP<=EBP;	 
      case(state)   
       6'b000000        : PC<=32'h0001000;
       6'b110010        : PC<=32'h0;
       6'b100011        : PC<=pc_jae;
       6'b011111        : PC<=pc_jbe;
       6'b100001         : PC<=pc_ja ;
       6'b011101         : PC<=pc_jb ;
       6'b000100        : PC<=pc_jge;
       6'b010100        : PC<=pc_jle;
       6'b010000         : PC<=pc_jg ;
       6'b010010         : PC<=pc_jl ;
       6'b010110         : PC<=pc_eq ;
       6'b011000        : PC<=pc_neq;
       6'b000010,6'b001010 : PC<=pc_jp ;
       6'b101111      : PC<=EBX;
       6'b001100        : PC<=D	;
       6'b011001,6'b011010,6'b100100,6'b100101,6'b100110,6'b100111,6'b101000,6'b101001,6'b101010,6'b101011,6'b101100,
       6'b001110,6'b110001 : PC<=PC	;
       6'b111111       : if (nstate == 6'b001110) PC<=PC;
                 else if (ID[15:8]==8'heb) PC <= pc_sh;
                 else if((ID[15:8]==8'h75) && (eqF==1'b0)) PC <= pc_sh;
                 else if((ID[15:8]==8'h74) && (eqF==1'b1)) PC <= pc_sh;
		 else PC<=incPC ;
       default      : PC<=incPC ;
      endcase
     end
always@(src,EAX,ECX,EDX,EBX,ESP,EBP,D)
   case(src)
    3'b000 : regsrc = EAX;
    3'b001 : regsrc = ECX;
    3'b010 : regsrc = EDX;
    3'b100 : regsrc = ESP;
    3'b101 : regsrc = EBP;
    3'b110 : regsrc = 32'h04;
    3'b111 : regsrc = D;    
    default: regsrc = EBX;
   endcase 
always@(dest,EAX,ECX,EDX,EBX,ESP,EBP,D)
   case(dest)
    3'b000 : regdest = EAX;
    3'b001 : regdest = ECX;
    3'b010 : regdest = EDX;
    3'b100 : regdest = ESP;
    3'b101 : regdest = EBP;
    3'b110 : regdest = 32'h04;
    3'b111 : regdest = D  ;    
    default: regdest = EBX;
   endcase 
always@(state,regdest,regsrc,ID,cry,Zregsrc,Sregsrc,sft_out,adder_out,sub_out)
  if (state == 6'b111111 )
  case (ID[15:10])
   6'b000000 : {ncry,alu_out} = 	    adder_out ;   
   6'b000010 : {ncry,alu_out} = {cry,regdest | regsrc};   
   6'b000100 : {ncry,alu_out} = 	    adder_out ;   
   6'b000110 : {ncry,alu_out} = 	      sub_out ;   
   6'b001000 : {ncry,alu_out} = {cry,regdest & regsrc};   
   6'b001010 : {ncry,alu_out} = 	      sub_out ;   
   6'b001100 : {ncry,alu_out} = {cry,regdest ^ regsrc};   
   6'b100010 : {ncry,alu_out} = {cry,	       regsrc};   
   6'b101101 : {ncry,alu_out} = {cry,	      Zregsrc};   
   6'b101111 : {ncry,alu_out} = {cry,	      Sregsrc};   
   default   : {ncry,alu_out} = {cry,regdest	     };   
  endcase
  else if (state == 6'b001110 ) {ncry,alu_out} = {cry,sft_out	     };
  else {ncry,alu_out} = {cry,regdest	     };
always @(ID,state,ECX,EBX_shtr,EAX,divF1,divF2,INTvalid)
 begin
   if ((state == 6'b111111) || (state ==6'b001110))
     casex ({ID[15:12],ID[10:9],ID[7]})
      7'b10x0000  : begin RD=0;WR=1; src=ID[5:3]; dest= 3'b111; end   
      7'b100xx10  : begin RD=1;WR=0; src= 3'b111; dest=ID[5:3]; end   
      7'b101xx10  : begin RD=0;WR=0; src= 3'b111; dest=ID[5:3]; end   
      7'b10xxx11  : begin RD=0;WR=0; src=ID[2:0]; dest=ID[5:3]; end   
      7'b00xxx11  : begin RD=0;WR=0; src=ID[2:0]; dest=ID[5:3]; end   
      default   : begin RD=0;WR=0; src=ID[5:3]; dest=ID[2:0]; end   
     endcase
   else if (state==6'b001011)
        begin src = 3'b011; dest = 3'b100; RD=0; WR=0; end
   else if (state==6'b101010)
        begin src = 3'b001; dest = 3'b010; RD=0; WR=0; end
   else begin src = 3'b000; dest = 3'b000; RD=0; WR=0; end   
   if (state == 6'b111111)
    begin
     casex({INTvalid,ID})
     17'h1xxxx: nstate = 6'b110001;
     17'h090e9: nstate = 6'b000001;   
     17'h00f87: nstate = 6'b100000;
     17'h00f86: nstate = 6'b011110;
     17'h00f83: nstate = 6'b100010;
     17'h00f82: nstate = 6'b011100;
     17'h00f8f: nstate = 6'b001111;
     17'h00f8e: nstate = 6'b010011;
     17'h00f8d: nstate = 6'b000011;
     17'h00f8c: nstate = 6'b010001;
     17'h00f85: nstate = 6'b010111;
     17'h00f84: nstate = 6'b010101;     
     17'h090bb: nstate = 6'b000101;   
     17'h08d9d: nstate = 6'b000111;
     17'h08d5d: nstate = 6'b101101;
     17'h090e8: nstate = 6'b001001;
     17'h090c3: nstate = 6'b001011;
     17'h0c1xx: nstate = 6'b001110; 
     17'h0d3xx: nstate = 6'b001110; 
     17'h0f7e1: nstate = 6'b011001; 
     17'h0f7f9: nstate = 6'b101000;   
     17'h0f7f1: nstate = 6'b101100;   
     17'h0afc1: nstate = 6'b100100;    
     17'h0ffd3: nstate = 6'b101110; 
     default : nstate = 6'b111111;
    endcase
    if (ID       == 16'h9066) nprefx = 1'b1; else nprefx = 1'b0;
    if (ID[15:8] ==  8'h39  ) cmpr   = 1'b1; else cmpr   = 1'b0;
   end
   else 
   begin
        nprefx = 1'b0; cmpr   = 1'b0;
        if (state==6'b110001)  nstate = 6'b110010;
   else if((state==6'b011001)&&!(ECX==32'b0)) nstate=6'b011001;
   else if((state==6'b011001)&& (ECX==32'b0)) nstate=6'b011010;
   else if (state==6'b011010)  nstate = 6'b111111;   
   else if (state==6'b100100)  nstate = 6'b100101;   
   else if((state==6'b100101)&&!(ECX==32'b0)) nstate=6'b100101;
   else if((state==6'b100101)&& (ECX==32'b0)) nstate=6'b100110;
   else if (state==6'b101100)  nstate = 6'b101001;   
   else if (state==6'b101000)  nstate = 6'b101001;   
   else if((state==6'b101001) && (divF1 == 1'b0) ) nstate=6'b101001;
   else if((state==6'b101001) && (divF1 == 1'b1) ) nstate=6'b101010;
   else if((state==6'b101010) && (divF2 == 1'b0) ) nstate=6'b101010;
   else if((state==6'b101010) && (divF2 == 1'b1) ) nstate=6'b101011;
   else if (state==6'b000001)   nstate = 6'b000010;  else if (state==6'b000010)  nstate = 6'b111111;
   else if (state==6'b010111)   nstate = 6'b011000;  else if (state==6'b011000)  nstate = 6'b111111;
   else if (state==6'b010101 )   nstate = 6'b010110 ;  else if (state==6'b010110 )  nstate = 6'b111111;
   else if (state==6'b000011)   nstate = 6'b000100;  else if (state==6'b000100)  nstate = 6'b111111;
   else if (state==6'b001111 )   nstate = 6'b010000 ;  else if (state==6'b010000 )  nstate = 6'b111111;
   else if (state==6'b010011)   nstate = 6'b010100;  else if (state==6'b010100)  nstate = 6'b111111;
   else if (state==6'b010001 )   nstate = 6'b010010 ;  else if (state==6'b010010 )  nstate = 6'b111111;
   else if (state==6'b100010)   nstate = 6'b100011;  else if (state==6'b100011)  nstate = 6'b111111;
   else if (state==6'b100000 )   nstate = 6'b100001 ;  else if (state==6'b100001 )  nstate = 6'b111111;
   else if (state==6'b011110)   nstate = 6'b011111;  else if (state==6'b011111)  nstate = 6'b111111;
   else if (state==6'b011100 )   nstate = 6'b011101 ;  else if (state==6'b011101 )  nstate = 6'b111111;
   else if (state==6'b000101)   nstate = 6'b000110;  else if (state==6'b000110)  nstate = 6'b111111;
   else if (state==6'b000111)   nstate = 6'b001000;  else if (state==6'b001000)  nstate = 6'b111111;
   else if (state==6'b001001)  nstate = 6'b001010; else if (state==6'b001010) nstate = 6'b111111;
   else if (state==6'b101110) nstate = 6'b101111;else if (state==6'b101111)nstate = 6'b111111;
   else if (state==6'b001011)   nstate = 6'b001100;  else if (state==6'b001100)  nstate = 6'b111111;
   else if((state==6'b001110)&&!(EBX_shtr==5'b0)) nstate=6'b001110;
   else if((state==6'b001110)&& (EBX_shtr==5'b0)) nstate=6'b011011;
   else if (state==6'b011011) nstate = 6'b110000;
   else                    nstate = 6'b111111;
   end   
 end
assign INTvalid = INTreg & (WR | RD);
assign ssregsrc = regsrc;
assign ssregdest= regdest;
assign  IA      = PC                ;
assign  A       =((state == 6'b001010)|(state == 6'b101111)|(state == 6'b110010)) ?  ESP          : EBX      ;
assign  Q       =((state == 6'b001010)|(state == 6'b101111)|(state == 6'b110010)) ?  incPC        : regsrc   ;
assign  WEN     = (CE    ==   1'b0) ?  1'b1         :
                  (WR    ==   1'b1) ?  1'b0         :
                  (state == 6'b001010) ?  1'b0         :
                  (state == 6'b110010 ) ?  1'b0         :
		  (state == 6'b101111)?  1'b0         : 1'b1     ;
assign  Sregsrc =       ID[8]       ? { {16{regsrc[15]}} , regsrc[15:0] } :
                                      { {24{regsrc[7] }} , regsrc[7:0]  } ;
assign  Zregsrc =       ID[8]       ? {  16'b0           , regsrc[15:0] } :
                                      {  24'b0           , regsrc[7:0]  } ;
assign      BEN = (state == 6'b111111) ? { prefx   , ID[8]        } : 1'b1;
assign     neqF = (regsrc == regdest) ? 1'b1 : 1'b0;
assign      nbF = (regsrc  > regdest) ? 1'b1 : 1'b0;
assign      naF = ~(nlF | neqF );
assign      nlF = (ssregsrc  > ssregdest) ? 1'b1 : 1'b0;
assign      ngF = ~(nbF | neqF );
assign    incPC = PC + 3'b010;
assign   pc_jge = (eqF|gF) ? pc_jp : incPC;
assign   pc_jle = (eqF|lF) ? pc_jp : incPC;
assign   pc_jg  = (gF    ) ? pc_jp : incPC;
assign   pc_jl  = (lF    ) ? pc_jp : incPC;
assign   pc_jae = (eqF|aF) ? pc_jp : incPC;
assign   pc_jbe = (eqF|bF) ? pc_jp : incPC;
assign   pc_ja  = (aF    ) ? pc_jp : incPC;
assign   pc_jb  = (bF    ) ? pc_jp : incPC;
assign   pc_eq  = (eqF   ) ? pc_jp : incPC;
assign   pc_neq = (eqF   ) ? incPC : pc_jp;
assign   pc_jp  = incPC+{ID,EBX[15:0]};
assign   pc_sh  = incPC + { {24{ID[7]}} , ID[7:0] };
assign  sft_out = (src   == 3'b111) ? {regdest[31],regdest[31:1]} :  
                  (src   == 3'b101) ? {       1'b0,regdest[31:1]} :  
		                      {regdest[30:0],1'b0       } ;  
assign adder_out= nncry   + regsrc + regdest;
assign   sub_out= regdest - regsrc - nncry;
assign    nncry = (ID[12] ? cry : 1'b0);
assign EBX_shtr = EBX[4:0] - 1'b1;
assign   smlEAX = EAX[31] ? ((~EAX) + 1) : EAX;
assign   smlECX = ECX[31] ? ((~ECX) + 1) : ECX;
assign    divF1 = ({ECX[31:0],1'b0}  > {1'b0,EDX}) ? 1'b1 : 1'b0;
assign    divF2 = (EBX_shtr == 5'b00000) ? 1'b1 : 1'b0;
endmodule

===== /design/flow/run.sh =====
#!/bin/bash
# OpenROAD 26Q1-2900-gdf79404cd8, Yosys 0.63+post, stock flow scripts
make -C /OpenROAD-flow-scripts/flow DESIGN_CONFIG=/design/flow/config.mk WORK_HOME=/design/flow/orfs finish

==> impl_metrics.csv <==
group,metric,value,unit
yosys,synth_seq_share,17.4,%
power_and_ir_drop,power_switching,3.85,mW
grt,grtUsageMet1,67.7,%
detailed_routing,wl,270000,µm
power_and_ir_drop,p_leak,18.8,nW
yosys,netlist_area,41100,µm²
worst_setup_path,cp_cell_sequence,"clkdlybuf4s50_1 -> buf_4 -> inv_1 -> o21ai_0 -> nand2_1 -> mux2_2 -> a221o_1 -> o31ai_1 -> inv_1 -> mux2_2 -> clkdlybuf4s50_1",
clocking,holdBufCountCts,0,
yosys,ys_types,98,
placed_design,port_buffers,151,
power_and_ir_drop,p_sw_share,58.6,%
timing,fin_tns_setup,0,ps
grt,grt_pass1_wl,364000,µm
clocking,clkTransAtPathRegs,50,ps
run,maxCapViolations,0,
timing,setup_viol,0,
worst_setup_path,worstPathRequired,19760,ps
clocking,cts_tree,"done",
clocking,clockBufferDepth,3,
yosys,yosysCellCount,5450,
grt,grt_pass1_vias,44600,
yosys,numSynthFlops,238,
worst_setup_path,crit_path_end_kind,"primary output",
timing,finalClockPeriodUsage,59.3,%
worst_setup_path,crit_slowest_cell,"o31ai_1",
clocking,clockRootBuffer,"clkbuf_16",
grt,grt_use_met2,65.0,%
floorplanning,rows,117,
layout,num-fill-cells,10200,
detailed_routing,routed_via_density,7.10,
clocking,clock_sink_count,238,
timing,rsz0062_at_grt,"false",
grt,grt_max_degree,54,
yosys,syn_inst,5450,
yosys,synth-edff-count,238,
timing,period_needed,14640,ps
floorplanning,core_area,102000,µm²
power_and_ir_drop,vdd_drop_max,0.000114,V
floorplanning,die_height,322,µm
detailed_routing,drt-wirelength-per-cell,38.6,µm
worst_setup_path,start_kind,"primary input",
run,warnings,96,
worst_setup_path,path_class,"primary input to primary output",
placed_design,gp_congestion,1.15,
floorplanning,die_w,322,µm
floorplanning,io_pins,152,
power_and_ir_drop,clkPwrFrac,8.6,%
detailed_routing,drcViolationCount,0,
timing,relSlewSlack,26.4,%
clocking,cts_setup_buffers,0,
grt,gr-total-overflow,0,
grt,grtUsageTotal,52.3,%
worst_hold_path,holdCritPathClass,"flip-flop to flip-flop",
yosys,ys_warn_count,1,
clocking,clk_latency,660,ps
placed_design,dp_hpwl,209000,µm
yosys,yosys_area,41100,µm²
power_and_ir_drop,p_int,2.72,mW
clocking,cts.repair.resized,0,
worst_setup_path,cp_max_fo,18,
detailed_routing,antenna_left,0,
yosys,synthArstFlopShare,0,%
grt,use_met3,27.6,%
clocking,cts_made_buffers,37,
run_status,status,"completed",
yosys,ff_type,"edfxtp_1",
floorplanning,dieArea,104000,µm²
timing,holdWs,703,ps
layout,drive_gt1_share,9.93,%
power_and_ir_drop,pwr-share-comb,79.1,%
floorplanning,fp_util,40.4,%
detailed_routing,num_vias,49700,
worst_setup_path,critPathMaxStageDelay,780,ps
worst_setup_path,r2r_slack,15980,ps
worst_setup_path,critPathArrivalTime,9700,ps
yosys,avgSynthCellArea,7.53,µm²
timing,fin_skew,28.3,ps
layout,syn_to_final_growth,13.7,%
timing,hold_viol,0,
power_and_ir_drop,power_frac_seq,12.4,%
timing,worst_pin_slew,1100,ps
detailed_routing,drtIter0Drc,7429,
grt,antenna_found_initial,24,
power_and_ir_drop,p_per_area,141,nW/µm²
clocking,htree_levels,2,
grt,busiest_layer,"met1",
timing,fmax,68.3,MHz
detailed_routing,drt_pass1_iterations,10,
timing,final_max_slew_viol_count,0,
==> state kept, by name (all words and copies together) (netlist names), 6 cells and up <==
register	count
EAX	32
EBX	32
EDX	32
ESP	32
ECX	32
EBP	32
PC	32
state	6
==> logic make-up after synthesis <==
family	count (synthesis)	synth area share, %
xor+xnor	360	7.68
fa+ha+maj	408	12.9
compound gates	2028	33.7
buf+inv	643	5.95
flops	238	17.4
mux	126	3.29
simple gates	1647	19.0
==> layout make-up <==
class	count	area, µm²	area share, %
tap	1368	1710	3.67
clock inverter	22	241	0.517
antenna	21	52.6	0.113
multi-input combinational	4569	31700	68.0
timing repair buffer	457	3800	8.15
clock buffer	42	945	2.02
inverter	280	1050	2.25
sequential	238	7150	15.3
==> routing by layer <==
layer	part of all wire (%)	routed length, µm
met1	38	103000
met3	16	42300
met4	9.1	24700
met5	0.28	747
met2	37	99900
==> power by group through the flow <==
stage / combinational, mW / sequential [mW] / clock [mW]
finish: 5.19 / 0.813 / 0.561
global route: 5.41 / 0.805 / 0.571
CTS: 4.92 / 0.789 / 0.563
==> critical path: cells and delay by family <==
kind / cells / cell delay [ps]
buffers and inverters: 5 / 1940
AOI/OAI and AO/OA: 3 / 1360
muxes: 2 / 820
and+or+nand+nor: 1 / 600
==> Yosys cell counts (42+ instances only) <==
library cell / instances / area, µm²
nor2b_1: 58 / 363
mux2i_1: 53 / 531
o221ai_1: 54 / 473
inv_1: 279 / 1050
a22oi_1: 80 / 601
nand2_1: 484 / 1820
o31ai_1: 42 / 315
a222oi_1: 80 / 801
a21o_1: 165 / 1240
o21ai_0: 354 / 1770
a211oi_1: 55 / 413
nor2_1: 423 / 1590
xnor2_1: 225 / 1970
clkbuf_1: 316 / 1190
a21oi_1: 500 / 2500
nor3_1: 131 / 656
edfxtp_1: 238 / 7150
o211ai_1: 78 / 586
nand3_1: 146 / 731
xor2_1: 135 / 1180
a221oi_1: 93 / 815
mux2_2: 73 / 822
and3_1: 61 / 382
nand2b_1: 87 / 544
a31oi_1: 58 / 363
or3_1: 57 / 357
o21a_1: 70 / 526
o22ai_1: 59 / 369
ha_1: 382 / 4780
==> worst paths after layout <==
path                                          end          startpoint  cells after the start
worst max register to register  ESP[28]$_DFFE_PP_  state[5]$_DFFE_PN_                     28
worst min register to register       aF$_DFFE_PN_        aF$_DFFE_PN_                      2
worst max-delay path                        Q[15]               ID[3]                     11
worst min-delay path                 aF$_DFFE_PN_        aF$_DFFE_PN_                      2
==> metrics by stage <==
stage               util (%)  cell area [µm²]  setup slack (ps)  std cells  total power, mW
floorplan                  -            41100             12330       5450             3.69
finish                  45.9            46700             10060       6997             6.56
CTS                     45.8            46600             10340       6976             6.27
detailed placement      44.7            45400             10340       6912             5.67
global placement        44.7            45400             10450       6912             5.70
global route            45.8            46600             10140       6976             6.79
==> placed cells by master, fill, tap and decap left out, drive strengths merged, types with 32 or more instances in the layout <==
| master | netlist | final |
|---|---|---|
| nor4 | 41 | 41 |
| o21a | 70 | 70 |
| or3 | 59 | 59 |
| ha | 382 | 382 |
| mux2 | 73 | 73 |
| nor2 | 423 | 423 |
| inv | 279 | 280 |
| a211oi | 57 | 57 |
| o22ai | 59 | 59 |
| a221oi | 96 | 96 |
| buf | 45 | 307 |
| mux2i | 53 | 53 |
| a22oi | 81 | 81 |
| nor3 | 132 | 132 |
| o21ai | 363 | 363 |
| o31ai | 42 | 42 |
| nand2 | 485 | 485 |
| nand2b | 87 | 87 |
| nand3 | 146 | 146 |
| nor2b | 58 | 58 |
| a21o | 165 | 165 |
| a31oi | 58 | 58 |
| o211ai | 78 | 78 |
| clkdlybuf4s50 | 0 | 150 |
| o221ai | 55 | 55 |
| xor2 | 135 | 135 |
| o21bai | 33 | 33 |
| edfxtp | 238 | 238 |
| a21oi | 501 | 501 |
| a222oi | 80 | 80 |
| and3 | 62 | 62 |
| clkbuf | 318 | 42 |
| or2 | 32 | 32 |
| a221o | 36 | 36 |
| xnor2 | 225 | 225 |
| nand4 | 41 | 41 |
No activity file was given, so power comes from the tool's default toggle rates.
